<file path="flow/run.sh">
#!/bin/bash
# OpenROAD 26Q1-2900-gdf79404cd8, Yosys 0.63+post, stock flow scripts
make -C /OpenROAD-flow-scripts/flow DESIGN_CONFIG=/design/flow/config.mk WORK_HOME=/design/flow/orfs finish
</file>
<file path="flow/config.mk">
export PLATFORM = sky130hd
export DESIGN_NAME = i2c_slave
export DESIGN_NICKNAME = i2c_slave
export VERILOG_FILES = /design/flow/design.v
export SDC_FILE = /design/flow/constraint.sdc
export NUM_CORES = 4
export LEC_CHECK = 1
export CORE_AREA = 10 10 78 78
export DIE_AREA = 0 0 88 88
</file>
<file path="flow/constraint.sdc">
current_design i2c_slave

set clk_period 3.1
set clk_io_pct 0.2

create_clock -name clk0 -period $clk_period [get_ports {scl}]

set non_clock_inputs [all_inputs -no_clocks]
set_input_delay [expr $clk_period * $clk_io_pct] -clock clk0 $non_clock_inputs
set_output_delay [expr $clk_period * $clk_io_pct] -clock clk0 [all_outputs]
</file>
<file path="flow/design.v">
module i2c_slave(
	input scl,			 
	inout sda			 
	);			
	parameter READ_ADDR=2'b00, SEND_ACK_1=2'b01, DATA_TRANS=2'b10, SEND_ACK_2=2'b11;	 
	localparam SLAVE_ADDRESS=7'b1010111;	 
	reg [1:0] state=READ_ADDR;		 
	reg [6:0] addr;				 
	reg rw;					 
	reg [7:0] data_in=0;			 
	reg [7:0] data_out=8'b11001101;		 
	reg sda_out=0;				 
	reg sda_enable=0;			 
	reg sda_enable_2=1;			 
	reg [2:0] count=7;			 
	reg start=0;				 
	reg stop=1;				 
	always@(sda) begin
		if(sda==0 && scl==1)begin
			start<=1;
			stop<=0;
		end
		if(sda==1 && scl==1)begin
			start<=0;
			stop<=1;
		end
	end
	always@(posedge scl) begin
		if(start) begin
			case(state)
				READ_ADDR:begin
					if(count==0)begin
						sda_enable_2<=1;
						rw<=sda;
						state<=SEND_ACK_1;
					end
					else begin
						addr[count-1]<=sda;
						count<=count-1;
						state<=READ_ADDR;
					end
				end
				SEND_ACK_1:begin
					if(addr==SLAVE_ADDRESS) begin
						state<=DATA_TRANS;
						count<=7;
					end
				end
				DATA_TRANS:begin
					if(!rw) begin
						data_in[count]<=sda;
						if(count==0) state<=SEND_ACK_2;
						else begin
							count<=count-1;
							state<=DATA_TRANS;
						end
					end
					else begin
						if(count==0) state<=READ_ADDR;
						else begin
							count<=count-1;
							state<=DATA_TRANS;
						end
					end
				end
				SEND_ACK_2:begin
					state<=READ_ADDR;
					sda_enable_2<=0;
					count<=7;
				end
			endcase
		end
		else if(stop)begin
			state<=READ_ADDR;
			sda_enable_2<=1;
			count<=7;
		end
	end
	always@(negedge scl) begin
		case(state)
			READ_ADDR: sda_enable<=0;
			SEND_ACK_1:begin
				if(addr==SLAVE_ADDRESS) begin
					sda_out<=0;
					sda_enable<=1;
				end
				else sda_enable<=0;
			end
			DATA_TRANS:begin
				if(!rw) sda_enable<=0;
				else begin
					sda_out<=data_out[count];
					sda_enable<=1;
				end
			end
			SEND_ACK_2:begin
				sda_out<=0;
				sda_enable<=1;
			end
		endcase
	end
	assign sda=(sda_enable && sda_enable_2)?sda_out:'bz;
endmodule 
</file>
==> flow_metrics.py <==
# Flow results
metrics = {
    "placement": {
        "portBuffers": 0,
        "dp.cells": 173,
        "place_ws_ns": -0.215,
        "routabilityCongestion": 0.899,
        "dp_hpwl_um": 1610,
        "placed_area_um2": 1270,
    },
    "critical_path": {
        "cp-end-kind": "register",
        "startpoint_type": "register",
        "cp_max_fo": 2,
        "cp.arrival_ns": 3.60,
        "required_ns": 3.30,
        "criticalPathCategory": "register to register",
    },
    "power": {
        "peakVddDrop_mv": 0.476,
        "p_per_area_nw_per_um2": 1260,
        "p_leak_nw": 0.677,
    },
    "floorplanning": {
        "fp-row-count": 24,
        "initial_utilization": 0.245,
        "fp.dieW_um": 88,
        "ioPinCount": 2,
        "core-area_um2": 4410,
        "die_h_um": 88,
        "chipArea_um2": 7740,
    },
    "route": {
        "drt-initial-drc-count": 40,
        "wl_per_cell_um": 11.3,
        "diodes": 0,
        "vias": 907,
        "wirelength_um": 2180,
        "post_drt_via_cell_ratio": 4.70,
        "postRouteAntennaNets": 0,
        "first_pass_iters": 4,
        "drc": 0,
    },
    "yosys": {
        "topCellsByArea": "edfxtp_1 (39%), ha_1 (16%), nand2_1 (5.2%)",
        "syn_area_per_cell_um2": 10.0,
        "yosys_warnings": 2,
        "yosysTopAreaCell": "edfxtp_1",
        "synth-seq-cells": 16,
        "ys_cells": 108,
        "syn_area_um2": 1080,
        "ys_area_um2": 1080,
        "synthDistinctLibCells": 33,
        "syn_inst": 108,
        "top_area_frac": 0.389,
    },
    "final_layout": {
        "design_area_um2": 1540,
        "drive_gt1_frac": 0.298,
        "final_util": 0.348,
        "syn2layout_area_growth_pct": 42.0,
        "final_cells": 193,
    },
    "flow_run": {
        "drv_cap": 0,
        "warning_count": 39,
    },
    "run_status": {
        "violations": "setup timing",
        "status": "finished, violations left",
    },
    "timing": {
        "hold_viol": 0,
        "finalMaxSlewViolations": 0,
        "setup-tns-final_ns": -1.17,
        "worst_slew_pin_slew_ns": 0.660,
        "slew_headroom": 0.557,
        "fin_skew_ns": 0.0805,
        "rsz0062_at_grt": "true",
        "fin_ws_ns": -0.296,
        "finalSetupViolCount": 5,
    },
    "grt": {
        "antenna_found_initial": 0,
        "grt_pass1_vias": 926,
        "overflow": 0,
        "grt_pass1_wl_um": 3960,
        "grt_start_max_net_pins": 10,
        "grtUsageTotal": 0.0638,
    },
    "hold_path": {
        "hold_path_class": "primary input to register",
    },
    "cts": {
        "clk_pin_slew_ns": 0.06,
        "cts_tree": "yes",
        "clock.latency.late_pin_ns": 0.43,
    },
}
## metrics by stage
step	total power, mW	hold WS (ns)
2_1_floorplan	1.05	0.186
3_3_place_gp	0.253	0.184
3_5_place_dp	1.33	0.184
4_1_cts	0.785	0.570
5_1_grt	0.814	0.603
6_report	1.94	0.503
## routing by layer
layer | vias to the layer above | GRT usage | wire length (µm)
met5 | - | 0 | 0
met4 | 0 | 0.0217 | 29
met3 | 4 | 0.0337 | 125
met2 | 30 | 0.0919 | 1030
met1 | 412 | 0.0803 | 1000
li1 | 461 | - | -
## where the power goes
| group | internal [mW] | total, mW | switching (mW) |
|---|---|---|---|
| combinational | 0.475 | 0.995 | 0.520 |
| sequential | 0.400 | 0.461 | 0.0615 |
| clock | 0.349 | 0.483 | 0.135 |
## layout make-up
class | count | area (µm²)
sequential | 16 | 450
timing repair buffer | 17 | 139
clock inverter | 5 | 18.8
inverter | 8 | 30.0
clock buffer | 14 | 193
multi-input combinational | 81 | 639
tap | 52 | 65.1
fill | 413 | 2880
## logic make-up after synthesis
| family | Yosys count | share of synthesized area |
|---|---|---|
| and+or+nand+nor | 41 | 0.213 |
| AOI/OAI and AO/OA | 21 | 0.125 |
| adders and majority gates | 14 | 0.162 |
| DFF | 14 | 0.389 |
| buffers and inverters | 11 | 0.0382 |
| xor gates and xnor gates | 3 | 0.0243 |
| muxes | 2 | 0.0208 |
| latches | 2 | 0.0278 |
## final timing paths
path	slack [ns]	depth (start not counted)	start	to
max	-0.30	4	sda$_SDFFCE_NN0P_	addr[1]$_DFFE_PP_
min	0.50	1	sda	rw$_DFFE_PP_
max reg2reg	-0.30	4	sda$_SDFFCE_NN0P_	addr[1]$_DFFE_PP_
min reg2reg	0.57	1	addr[4]$_DFFE_PP_	addr[4]$_DFFE_PP_
## state kept, by name, indices dropped and copies added, names as in the netlist
register and flops:
count 3, rw 1, state 2, start 1
addr 7, stop 1, sda 1
## placed cells by master, fill, tap and decap left out, types with 2 or more instances in the layout
cell,instances
nor2_1,3
nand2b_1,4
nand3_1,4
o21ai_0,9
dlxtn_1,2
and3_1,2
buf_4,14
buf_6,3
edfxtp_1,14
o21ai_1,2
o41ai_1,2
ha_1,13
or4b_4,2
nor3_1,2
nand2_1,15
inv_1,11
clkbuf_8,14
## worst max-delay path, stage by stage, from the launching register on
cell      delay, ns
edfxtp_1       0.32
or2b_4         0.25
or4_4          0.42
or4b_4         0.50
o21ai_1        0.13
## synthesized netlist by cell type
| cell | instances |
|---|---|
| o21ai_1 | 2 |
| nor2b_1 | 1 |
| nand2_1 | 15 |
| and2_1 | 1 |
| a21boi_0 | 1 |
| or4_1 | 1 |
| nor2_1 | 3 |
| nand4_1 | 1 |
| nand3_1 | 4 |
| mux2_1 | 1 |
| inv_1 | 11 |
| xnor2_1 | 2 |
| ha_1 | 14 |
| and3_1 | 2 |
| nor4_1 | 1 |
| o31ai_1 | 1 |
| xor2_1 | 1 |
| o21a_1 | 1 |
| edfxtp_1 | 14 |
| or4_4 | 1 |
| or3b_2 | 1 |
| dlxtn_1 | 2 |
| or2b_2 | 1 |
| o21ai_0 | 9 |
| nand2b_1 | 4 |
| a21oi_1 | 1 |
| mux2_2 | 1 |
| nor3_1 | 2 |
| o311a_1 | 1 |
| or3_1 | 1 |
| or4b_4 | 2 |
| o211ai_1 | 1 |
| o41ai_1 | 4 |
## what timing repair did
| item | in CTS | in global routing |
|---|---|---|
| pin swaps | 2 | 0 |
| gates resized | 4 | 2 |
| endpoints found under the setup margin | 5 | 7 |
| hold buffers | 0 | 0 |
| setup buffers | 3 | 1 |
| endpoints found under the hold margin | 0 | 0 |
Power figures rest on the tool's default switching activity, not on a simulated workload.
