--- flow/run.sh ---
#!/bin/bash
# OpenROAD 26Q1-2900-gdf79404cd8, Yosys 0.63+post, stock flow scripts
make -C /OpenROAD-flow-scripts/flow DESIGN_CONFIG=/design/flow/config.mk WORK_HOME=/design/flow/orfs finish
--- flow/config.mk ---
export PLATFORM = sky130hd
export DESIGN_NAME = i2c_master
export DESIGN_NICKNAME = i2c_master
export VERILOG_FILES = /design/flow/design.v
export SDC_FILE = /design/flow/constraint.sdc
export NUM_CORES = 4
export LEC_CHECK = 1
export CORE_UTILIZATION = 50
--- flow/constraint.sdc ---
current_design i2c_master

set clk_period 3.0
set clk_io_pct 0.2

create_clock -name clk0 -period $clk_period [get_ports {clk}]

set non_clock_inputs [all_inputs -no_clocks]
set_input_delay [expr $clk_period * $clk_io_pct] -clock clk0 $non_clock_inputs
set_output_delay [expr $clk_period * $clk_io_pct] -clock clk0 [all_outputs]
--- flow/design.v ---
module i2c_master(
	input clk,					 
	input areset,					 
	input [6:0] addr,				 
	input [7:0] data_in,				 
	input enable,					 
	input rw,					 
	output reg [7:0] data_out,			 
	output busy,					 
	output scl,					 
	inout sda					 
	);							
	parameter IDLE=3'b000, START=3'b001, ADDR=3'b010, READ_ACK_1=3'b011, DATA_TRANS=3'b100, WRITE_ACK=3'b101, READ_ACK_2=3'b110, STOP=3'b111;	 
	reg [2:0] state=IDLE;		 
	reg [2:0] count=0;		 
	reg [7:0] count_2=0;		 
	reg i2c_clk=0;			 
	reg scl_en_clk=0;		 
	reg [7:0] count_3=0;		 
	reg scl_enable=0;		 
	reg sda_enable=0;		 
	reg sda_out;			 
	reg [7:0] saved_addr;		 
	reg [7:0] saved_data;		 
	always @(posedge clk) begin
		if(count_2==124) begin
			i2c_clk <= ~i2c_clk;
			count_2<=0;
		end
		else count_2<=count_2+1;
	end 
	always @(posedge clk) begin
		if(count_3==62) begin
			scl_en_clk <= ~scl_en_clk;
			count_3<=0;
		end
		else count_3<=count_3+1;
	end 
	always@(negedge scl_en_clk, posedge areset) begin
		if(areset) scl_enable<=1'b0;
		else begin
			if((state==IDLE) || (state==START) || (state==STOP)) scl_enable<=1'b0;
			else scl_enable<=1'b1;
		end
	end 
	always@(posedge i2c_clk, posedge areset) begin
		if(areset) state<=IDLE;
		else begin
			case(state) 
				IDLE:begin
					if(enable)	begin
						state<=START;
						saved_addr<={addr,rw};
						saved_data<=data_in;
					end
					else state<=IDLE;
				end
				START:begin
					state<=ADDR;
					count<=7;
				end
				ADDR:begin
					if(count==0) state<=READ_ACK_1;
					else begin
						count<=count-1;
						state<=ADDR;
					end
				end
				READ_ACK_1:begin
					if(sda==0) begin
						count<=7;
						state<=DATA_TRANS;
					end
					else state<=STOP;
				end
				DATA_TRANS:begin
					if(saved_addr[0]) begin
						data_out[count]<=sda;
						if(count==0) state<=WRITE_ACK;
						else begin
							count<=count-1;
							state<=DATA_TRANS;
						end
					end
					else begin
						if(count==0) state<=READ_ACK_2;
						else begin
							count<=count-1;
							state<=DATA_TRANS;
						end
					end
				end
				WRITE_ACK: state<=STOP;
				READ_ACK_2: begin
					if (sda==0 && enable==1) state <= IDLE;
					else state <= STOP;
				end
				STOP: state<=IDLE;
			endcase
		end
	end 
	always@(negedge i2c_clk, posedge areset) begin
		if(areset) begin
			sda_out<=1;
			sda_enable<=1;
		end
		else begin
			case(state)
				START:begin
					sda_out<=0;
					sda_enable<=1;
				end
				ADDR:begin
					sda_out<=saved_addr[count];
					sda_enable<=1;
				end
				READ_ACK_1: sda_enable<=0;
				DATA_TRANS:begin
					if(saved_addr[0]) sda_enable<=0;
					else begin
						sda_out<=saved_data[count];
						sda_enable<=1;
					end
				end
				WRITE_ACK:begin
					sda_out<=0;
					sda_enable<=1;
				end
				READ_ACK_2:sda_enable<=0;
				STOP:begin
					sda_out<=1;
					sda_enable<=1;
				end
			endcase
		end
	end 
	assign scl=(scl_enable)?i2c_clk:1'b1;
	assign sda=(sda_enable)?sda_out:'bz;
	assign busy=(state==IDLE)?0:1;
endmodule 
==> summary.txt <==
yosys + openroad results -> Num CTS Buffers=3, Die W=70.7 um, IO buf count=28, area leader, netlist=edfxtp_1, clk buf depth=2, Failed at=4_1_cts, status=did not finish, Syn Std Cell Area=0.00236 mm^2, Error=[error] [KeplerFormal.cpp:679] Workflow failed: Iso has multiple drivers: .sda0, sda$_DFFE_NP1P_.Q0, yosys stat area=0.00236 mm^2, Die Y=70.7 um, ys async rst share=0.100, HPWL Detailed=roughly 2.7 mm, # hold bufs at CTS=0, most frequent cell after synthesis=edfxtp_1, Max-area cell share=0.369, H-tree lvl count=1, EDFF count, synth=29, Synth Register Bits=50, top cells by count=edfxtp_1 (29), nand2_1 (19), nor2_1 (18), Synth Flop Type=edfxtp_1, Post-CTS Setup Inserts=0, # IOs=30, row count=24, Mean Syn Cell Area=11.3 um^2, endpoints left unconstrained=69, Post-Synthesis Cells=approximately 210, Distinct lib cells used=41, post_cts resized=0, fp_density=0.531, yosys stat cell total=209, Cell area leaders=edfxtp_1 (37%), dfxtp_1 (14%), ha_1 (5.3%), o21ai_0 (3.6%), dfrtp_1 (3.2%), Final GP Congestion=between 0.8 and 0.9, register pins left without a clock=32, synth warn=2, register share after synthesis=0.558, clock root buffer=clkbuf_8
[kinds of logic after synthesis]
| kind of cell | share of synthesized area |
|---|---|
| flip-flops | 0.558 |
| multiplexers | 0.0652 |
| buffers and inverters | 0.0435 |
| adder cells (fa/ha/maj) | 0.0530 |
| AND-OR/OR-AND | 0.0832 |
| XOR/XNOR | 0.0483 |
| AND/OR/NAND/NOR | 0.148 |
[through the flow]
stage	worst slack [ps]	utilization	cells	cell area (um^2)
after floorplan	1570	-	209	2360
after global placement	834	0.601	281	2670
after detailed placement	780	0.601	281	2670
